==> design.v <==
`timescale 1ns / 100ps
module adjust_inc_control #(
    parameter SINGLE_TO_CONTINUOUS_DELAY_TICKS = 5
    )(
    input wire adjust_increment,
    input wire[2:0] adjust_mode,
    input wire clk,
    output wire increment_hours,
    output wire increment_minutes,
    output wire increment_seconds
);
    parameter TICKS_VAL_WIDTH = $clog2(SINGLE_TO_CONTINUOUS_DELAY_TICKS) + 1;
    reg[TICKS_VAL_WIDTH - 1:0] ticks_to_cont;
    reg[2:0] mode_latch;
    wire do_inc;
    assign {increment_hours, increment_minutes, increment_seconds} =
                mode_latch & {3{do_inc}};
    assign do_inc = adjust_increment
                    && (ticks_to_cont == SINGLE_TO_CONTINUOUS_DELAY_TICKS 
                        || ticks_to_cont == 1'b0);
    always @(posedge clk) begin
        mode_latch <= adjust_mode;
        if (!adjust_increment) begin
            ticks_to_cont <= SINGLE_TO_CONTINUOUS_DELAY_TICKS;
        end else begin
            if (mode_latch != adjust_mode) begin
                ticks_to_cont <= SINGLE_TO_CONTINUOUS_DELAY_TICKS + 1'b1;
            end else if (ticks_to_cont) begin
                ticks_to_cont <= ticks_to_cont - {{TICKS_VAL_WIDTH-1{1'b0}}, 1'b1};
            end
        end
    end
endmodule
`timescale 1ns / 100ps
module blinker(
    input wire blink_pulse,
    input wire[2:0] blink_control,
    output wire[5:0] blink_out
);
    assign blink_out = {
        blink_control[2] ? {2{blink_pulse}} : 2'b11,
        blink_control[1] ? {2{blink_pulse}} : 2'b11,
        blink_control[0] ? {2{blink_pulse}} : 2'b11
    };
endmodule
`timescale 1ns/100ps
module wall_clock #(
    parameter CLK_RATE_HZ = 1_000_000,
    parameter HOURS_STYLE_AMERICAN = 0
    )(
    output wire[7:0] display_led_segments,
    output wire[5:0] display_led_enable_mask,
    input wire adjustment_next,
    input wire adjustment_increment,
    input wire clk,
	 input wire reset
);
    wire clk_1Hz;
    wire clk_adjust_reg;
	 wire[5:0] decimal_point_enable_mask;
    tick_gen #(
        .CLK_IN_RATE_HZ(CLK_RATE_HZ)
        ) tick_generator (
        .clk_in(clk), 
        .reset(reset), 
        .clk_out_1Hz(clk_1Hz), 
        .clk_out_5Hz(clk_adjust_reg)
        );
    wire[23:0] timer_out;
    wire timer_load;
    wire timer_will_wraparound_minutes;
    wire timer_will_wraparound_seconds;
    wire[23:0] adjust_out;
    wire adjust_load;
    wire adjust_increment_hours;
    wire adjust_increment_minutes;
    wire adjust_increment_seconds;
    wire select_reg;
    wire[2:0] adjust_mode;
    wire[5:0] blink_out;
    wire mode_ctrl_reset;
    time_register #(.HOURS_STYLE_AMERICAN(HOURS_STYLE_AMERICAN)) timer_reg (
        .time_bcd(timer_out), 
        .time_to_load_bcd(adjust_out), 
        .clk(clk_1Hz), 
        .load_new(timer_load), 
        .increment_hours(timer_will_wraparound_minutes && timer_will_wraparound_seconds), 
        .increment_minutes(timer_will_wraparound_seconds), 
        .increment_seconds(1'b1), 
        .will_wraparound_hours(), 
        .will_wraparound_minutes(timer_will_wraparound_minutes), 
        .will_wraparound_seconds(timer_will_wraparound_seconds)
        );
    time_register #(.HOURS_STYLE_AMERICAN(HOURS_STYLE_AMERICAN)) adjust_reg (
        .time_bcd(adjust_out), 
        .time_to_load_bcd(timer_out), 
        .clk(clk_adjust_reg), 
        .load_new(adjust_load), 
        .increment_hours(adjust_increment_hours), 
        .increment_minutes(adjust_increment_minutes), 
        .increment_seconds(adjust_increment_seconds), 
        .will_wraparound_hours(), 
        .will_wraparound_minutes(), 
        .will_wraparound_seconds()
        );
    blinker led_blinker (
        .blink_pulse(clk_1Hz), 
        .blink_control(adjust_mode), 
        .blink_out(blink_out)
        );
	 assign decimal_point_enable_mask = {
        1'b0, clk_1Hz, 1'b0, clk_1Hz, 1'b0, 1'b0
    };
    led_display_driver #(.CLK_RATE_HZ(CLK_RATE_HZ)) leds (
        .data(select_reg ? adjust_out : timer_out), 
        .digit_enable_mask(blink_out),
        .decimal_point_enable_mask(decimal_point_enable_mask),
        .display_led_segments(display_led_segments), 
        .display_led_enable_mask(display_led_enable_mask), 
        .reset(reset), 
        .clk(clk)
        );
    adjust_inc_control #(.SINGLE_TO_CONTINUOUS_DELAY_TICKS(5)) adjust_pulse_gen (
        .adjust_increment(adjustment_increment), 
        .adjust_mode(adjust_mode), 
        .clk(clk_adjust_reg), 
        .increment_hours(adjust_increment_hours), 
        .increment_minutes(adjust_increment_minutes), 
        .increment_seconds(adjust_increment_seconds)
        );
    mode_control mode_ctrl (
        .next_mode(adjustment_next), 
        .reset(mode_ctrl_reset), 
        .timer_clk(clk_1Hz), 
        .adjuster_clk(clk_adjust_reg), 
        .clk(clk), 
        .timer_load(timer_load), 
        .adjuster_load(adjust_load), 
        .reg_select(select_reg), 
        .adjust_mode(adjust_mode)
        );
    watchdog #(
        .NUM_SENSE_INPUTS(2),
        .TICK_TO_BARK(10)
        ) mode_watchdog (
        .sense_inputs({adjustment_next, adjustment_increment}), 
        .clk(clk_1Hz), 
        .reset(reset), 
        .bark(mode_ctrl_reset)
        );
endmodule
`timescale 1ns/100ps
module led_display_driver #(
    parameter CLK_RATE_HZ = 390625
    )(
    input wire[23:0] data,
    input wire[5:0] digit_enable_mask,
	 input wire[5:0] decimal_point_enable_mask, 
    output reg[7:0] display_led_segments,
    output wire[5:0] display_led_enable_mask,
    input wire reset,
    input wire clk
);
    localparam DISPLAY_REFRESH_RATE_HZ = 80;
    localparam DIGIT_REFRESH_RATE_HZ = DISPLAY_REFRESH_RATE_HZ * 6;
    parameter CLK_DIVIDER_STAGES = $clog2(CLK_RATE_HZ / DIGIT_REFRESH_RATE_HZ) - 1;
    reg[CLK_DIVIDER_STAGES-1:0] div_stages;
    always @(posedge clk) begin
        if (reset) begin
            div_stages <= {CLK_DIVIDER_STAGES{1'b0}};
        end else begin
            div_stages <= div_stages + 1'b1;
        end
    end
    assign digit_refresh_clk = div_stages[CLK_DIVIDER_STAGES-1];
    function[7:0] bcd_to_7seg;
        input[3:0] bcd;
        begin
            bcd_to_7seg = bcd == 4'h0 ? 8'b11111100 :
                          bcd == 4'h1 ? 8'b01100000 :
                          bcd == 4'h2 ? 8'b11011010 :
                          bcd == 4'h3 ? 8'b11110010 :
                          bcd == 4'h4 ? 8'b01100110 :
                          bcd == 4'h5 ? 8'b10110110 :
                          bcd == 4'h6 ? 8'b10111110 :
                          bcd == 4'h7 ? 8'b11100000 :
                          bcd == 4'h8 ? 8'b11111110 :
                          bcd == 4'h9 ? 8'b11110110 :
                                        8'bxxxxxxxx;
        end
    endfunction
    reg[5:0] current_active;
    assign display_led_enable_mask = current_active & digit_enable_mask;
    always @(posedge digit_refresh_clk) begin
        case (current_active)
            6'b1 << 0 : begin
                current_active <= 6'b1 << 1;
                display_led_segments <= bcd_to_7seg(data[7:4])
                                        | decimal_point_enable_mask[1];
            end
            6'b1 << 1 : begin
                current_active <= 6'b1 << 2;
                display_led_segments <= bcd_to_7seg(data[11:8])
                                        | decimal_point_enable_mask[2];
            end
            6'b1 << 2 : begin
                current_active <= 6'b1 << 3;
                display_led_segments <= bcd_to_7seg(data[15:12])
                                        | decimal_point_enable_mask[3];
            end
            6'b1 << 3 : begin
                current_active <= 6'b1 << 4;
                display_led_segments <= bcd_to_7seg(data[19:16])
                                        | decimal_point_enable_mask[4];
            end
            6'b1 << 4 : begin
                current_active <= 6'b1 << 5;
                display_led_segments <= bcd_to_7seg(data[23:20])
                                        | decimal_point_enable_mask[5];
            end
            default : begin
                current_active <= 6'b1 << 0;
                display_led_segments <= bcd_to_7seg(data[3:0])
                                        | decimal_point_enable_mask[0];
            end
        endcase
    end
endmodule
`timescale 1ns / 1ps
module board(
    input wire CLK_100MHz,
    input wire[2:0] Switch,
    output wire[7:0] IO_P6,
    output wire[7:0] IO_P7
);
    assign reset = ~Switch[2];
    assign adjustment_next = ~Switch[1];
    assign adjustment_increment = ~Switch[0];
    wire[7:0] display_led_segments;
    wire[5:0] display_led_enable_mask;
    wall_clock #(.CLK_RATE_HZ(100_000_000)) wc (
        .display_led_segments(display_led_segments), 
        .display_led_enable_mask(display_led_enable_mask), 
        .adjustment_next(adjustment_next), 
        .adjustment_increment(adjustment_increment),
        .clk(CLK_100MHz),
		  .reset(reset)
        );
    assign IO_P6 = ~display_led_segments;
    assign IO_P7 = {2'b0, ~display_led_enable_mask};
endmodule
`timescale 1ns / 100ps
module mode_control(
    input wire next_mode,
    input wire reset,
    input wire timer_clk,
    input wire adjuster_clk,
    input wire clk,
    output reg timer_load,
    output reg adjuster_load,
    output wire reg_select,
    output reg[2:0] adjust_mode
);
    assign reg_select = |adjust_mode;
    reg prev_next_mode;
    reg prev_timer_clk;
    reg prev_adjuster_clk;
    always @(posedge clk) begin
        if (reset) begin
            timer_load <= 1'b0;
            adjuster_load <= 1'b0;
            adjust_mode <= 3'b000;
            prev_next_mode <= 1'b0;
            prev_timer_clk <= 1'b0;
            prev_adjuster_clk <= 1'b0;
        end else begin
            prev_next_mode <= next_mode;
            if (!prev_next_mode && next_mode && !adjuster_load && !timer_load) begin
                case (adjust_mode)
                    3'b000: adjuster_load <= 1'b1;
                    3'b100: adjust_mode <= 3'b010;
                    3'b010: adjust_mode <= 3'b001;
                    3'b001: timer_load <= 1'b1;
                endcase
            end
            prev_timer_clk <= timer_clk;
            if (!prev_timer_clk && timer_clk && timer_load) begin
                timer_load <= 1'b0;
                adjust_mode <= 3'b000;
            end
            prev_adjuster_clk <= adjuster_clk;
            if (!prev_adjuster_clk && adjuster_clk && adjuster_load) begin
                adjuster_load <= 1'b0;
                adjust_mode <= 3'b100;
            end
        end
    end
endmodule
`timescale 1ns / 100ps
module tick_gen #(
    parameter CLK_IN_RATE_HZ = 1_000_000
    )(
    input wire clk_in,
    input wire reset,
    output reg clk_out_1Hz,
    output reg clk_out_5Hz
);
    localparam SRC_CYCLES_PER_5HZ_CYCLE = CLK_IN_RATE_HZ / 5;
    parameter COUNTER_WIDTH = $clog2(SRC_CYCLES_PER_5HZ_CYCLE) + 1;
    reg[COUNTER_WIDTH-1:0] counter;
    reg[2:0] counter_1Hz;
    always @(posedge clk_in) begin
        if (reset) begin
            counter <= 1'b0;
            counter_1Hz <= 1'b0;
            clk_out_1Hz <= 1'b0;
            clk_out_5Hz <= 1'b0;
        end else begin
            if (counter == SRC_CYCLES_PER_5HZ_CYCLE / 2 - 1) begin
                counter <= 1'b0;
                clk_out_5Hz <= ~clk_out_5Hz;
                if (counter_1Hz == 3'd4) begin
                    counter_1Hz <= 1'b0;
                    clk_out_1Hz <= ~clk_out_1Hz;
                end else begin
                    counter_1Hz <= counter_1Hz + 1'b1;
                end
            end else begin
                counter <= counter + 1'b1;
            end
        end
    end
endmodule
`timescale 1ns / 100ps
module time_register #(
    parameter HOURS_STYLE_AMERICAN = 1
    )(
    output wire[23:0] time_bcd,
    input wire[23:0] time_to_load_bcd,
    input wire clk,
    input wire load_new,
    input wire increment_hours,
    input wire increment_minutes,
    input wire increment_seconds,
    output wire will_wraparound_hours,
    output wire will_wraparound_minutes,
    output wire will_wraparound_seconds
);
    reg[7:0] hours;
    reg[7:0] minutes;
    reg[7:0] seconds;
    function [7:0] inc_bcd;
        input[7:0] bcd_value;
        begin
            inc_bcd = bcd_value[3:0] >= 4'd9
                        ? {bcd_value[7:4] + 4'b1, 4'b0}
                        : bcd_value + 8'b1;
        end
    endfunction
    function should_wrap;
        input[7:0] bcd_value;
        input[7:0] threshold;
        begin
            should_wrap = bcd_value[7:4] > threshold[7:4]
                            || (bcd_value[7:4] == threshold[7:4] && bcd_value[3:0] >= threshold[3:0]); 
        end
    endfunction
    assign time_bcd = {hours, minutes, seconds};
    assign will_wraparound_hours = should_wrap(hours, (HOURS_STYLE_AMERICAN ? 8'h12 : 8'h23));
    assign will_wraparound_minutes = should_wrap(minutes, 8'h59);
    assign will_wraparound_seconds = should_wrap(seconds, 8'h59);
    always @(posedge clk) begin
        if (load_new) begin
            {hours, minutes, seconds} <= time_to_load_bcd;
        end else begin
            if (increment_hours) begin
                hours <= will_wraparound_hours ? (HOURS_STYLE_AMERICAN ? 8'h1 : 8'h0) : inc_bcd(hours);
            end
            if (increment_minutes) begin
                minutes <= will_wraparound_minutes ? 8'h0 : inc_bcd(minutes);
            end
            if (increment_seconds) begin
                seconds <= will_wraparound_seconds ? 8'h0 : inc_bcd(seconds);
            end
        end
    end
endmodule
`timescale 1ns / 100ps
module watchdog #(
    parameter NUM_SENSE_INPUTS = 4,
    parameter TICK_TO_BARK = 10
    )(
    input wire[NUM_SENSE_INPUTS-1:0] sense_inputs,
    input clk,
    input wire reset,
    output wire bark
);
    parameter COUNTER_WIDTH = $clog2(TICK_TO_BARK) + 1;
    reg[COUNTER_WIDTH-1:0] counter;
    reg out_enable;
    assign bark = out_enable && counter == TICK_TO_BARK;
    always @(posedge clk) begin
        if (reset) begin
            counter <= 1'b1;
            out_enable <= 1'b1;
        end else begin
            if (sense_inputs) begin
                counter <= 1'b1;
                out_enable <= 1'b1;
            end else if (counter != TICK_TO_BARK) begin
                counter <= counter + 1'b1;
            end else begin
                out_enable <= 1'b0;
            end
        end
    end
endmodule
==> run.sh <==
#!/bin/bash
# OpenROAD 26Q1-2900-gdf79404cd8, Yosys 0.63+post, stock flow scripts
make -C /OpenROAD-flow-scripts/flow DESIGN_CONFIG=/design/flow/config.mk WORK_HOME=/design/flow/orfs finish
==> config.mk <==
export PLATFORM = sky130hd
export DESIGN_NAME = board
export DESIGN_NICKNAME = board
export VERILOG_FILES = /design/flow/design.v
export SDC_FILE = /design/flow/constraint.sdc
export NUM_CORES = 4
export LEC_CHECK = 1
export CORE_UTILIZATION = 30
==> constraint.sdc <==
current_design board

set clk_period 6.6
set clk_io_pct 0.2

create_clock -name clk0 -period $clk_period [get_ports {CLK_100MHz}]

set non_clock_inputs [all_inputs -no_clocks]
set_input_delay [expr $clk_period * $clk_io_pct] -clock clk0 $non_clock_inputs
set_output_delay [expr $clk_period * $clk_io_pct] -clock clk0 [all_outputs]
==> flow_summary_export.csv <==
group,metric,value,unit
detailed_routing,wirelength_met1,8.67,mm
sta,number_of_register_pins_that_no_clock_reaches,75,
logic_synthesis,syn_avg_cell_area,8.43,µm²
global_route,grt_use_total,13.2,%
logic_synthesis,synthTopCellsByCount,"sky130_fd_sc_hd__nor2_1, sky130_fd_sc_hd__dfxtp_1, sky130_fd_sc_hd__nand2_1",
floorplan,die_area,27400,µm²
logic_synthesis,yosys_cells,952,
pwr,p_seq_share,36.5,%
logic_synthesis,yosysWarnings,10,
logic_synthesis,synth_cells,952,
finish,areaGrowthSynthToFinish,6.97,%
detailed_routing,top_metal_used,"met4",
logic_synthesis,synthMostInstantiatedCell,"sky130_fd_sc_hd__nor2_1",
job,max_cap_viol_count,0,
cts,max-clock-path-buffers,2,
logic_synthesis,numSynthFlops,131,
worst_setup_path,cp-end-kind,"output pin",
cts,postcts_setup_bufs,0,
worst_setup_path,worst_ep_arrival_time,1.56,ns
floorplan,die_h,166,µm
logic_synthesis,netlist_top_cells_area,"sky130_fd_sc_hd__dfxtp_1, sky130_fd_sc_hd__edfxtp_1, sky130_fd_sc_hd__ha_1, sky130_fd_sc_hd__xnor2_1, sky130_fd_sc_hd__xor2_1",
job,log.warning_count,51,
cts,cts_htree_levels,2,
cts,cts_hold_bufs,0,
pwr,share_comb_of_total_power,41.0,%
pwr,p_sw_share,39.9,%
finish,drive_gt1_share,3.69,%
finish,biggestRegsByFlops,"wc.tick_generator.counter x26, wc.leds.div_stages x17",
detailed_routing,drt_iter0_markers,464,
logic_synthesis,synth_async_sr_flop_share,0,%
detailed_routing,drc,0,
worst_setup_path,timing.critical_path.required,5.28,ns
sta,maxClockFrequency,348,MHz
floorplan,core-area,26100,µm²
sta,report.final.hold_viol_count,0,
logic_synthesis,dominant_register_cell,"sky130_fd_sc_hd__dfxtp_1",
sta,timing.final.crit_share,43.6,%
sta,totalNegativeSetupSlack,0,ns
detailed_routing,detail_route.wl_per_cell,13.7,µm
cts,cts_inserted_buffers,5,
sta,clock-skew-final,0.00716,ns
global_route,grt_antenna_before_repair,0,
pwr,power_density,140,nW/µm²
cts,clkLatencyLatePin,0.29,ns
pwr,p_clk_share,22.5,%
cts,cts.repair.resized,0,
global_route,grt_pass1_vias,5695,
finish,number_of_flip_flops_under_the_largest_register_name,26,
pwr,irDropWorstVdd,0.137,mV
cts,cts_tree,"done",
pwr,cell_internal_pwr,720,µW
finish,top_register,"wc.tick_generator.counter",
sta,setup_slack,3.72,ns
sta,worst-slew-pin-transition,0.885,ns
logic_synthesis,post_synth_num_cell_types,63,
detailed_routing,postRouteAntennaNets,0,
placement,detailed_place_hpwl,12.5,mm
floorplan,floorplan.rows,59,
finish,layout.filler_cells,2708,
worst_setup_path,timing.critical_path.fanout_max,10,
global_route,grt_first_pass_wirelength,28.7,mm
pwr,leakagePower,0.00325,µW
cts,root_buffer_cell,"sky130_fd_sc_hd__clkbuf_16",
detailed_routing,route.antenna.diode_count,0,
logic_synthesis,synthDominantAreaCellType,"sky130_fd_sc_hd__dfxtp_1",
worst_hold_path,min_path_type,"reg -> reg",
global_route,pin_count_of_the_biggest_net_entering_global_routing,36,
finish,postLayoutCoreUtil,32.8,%
cts,cts.clk_slew.worst_paths,0.07,ns
floorplan,io_pins,20,
sta,slew-limit-headroom,40.5,%
sta,finalWorstPathRequiredPeriod,2.88,ns
sta,finalSetupViolCount,0,
logic_synthesis,count_of_library_flops_with_an_enable_pin,40,
logic_synthesis,synth_largest_type_area_fraction,22.7,%
worst_setup_path,reg2reg_slack,3.87,ns
detailed_routing,drt_first_pass_iters,21,
logic_synthesis,ys_seq_share,37.7,%
global_route,globalRoute.totalOverflow,0,
detailed_routing,met3WireLength,820,µm
logic_synthesis,post_synth_instance_area,8030,µm²
detailed_routing,postRouteWirelength,17.2,mm
logic_synthesis,ys_chip_area,8030,µm²
placement,place_worst_setup_slack,3.71,ns
outcome,status,"complete, no violations",
detailed_routing,drt-vias-per-instance,5.03,
sta,slew_viol_final,0,
placement,place.gp.congestion,0.887,
worst_setup_path,timing.setup.critical_path_class,"reg -> out",
worst_setup_path,crit_path_start_kind,"register",
detailed_routing,vias,6317,
floorplan,chipWidth,166,µm
placement,portBuffers,17,
detailed_routing,dr_wl_met2,7.62,mm
sta,unconstrained_endpoints,123,
pwr,power.switching,478,µW
sta,rsz0062_at_grt,"no",
floorplan,floorplan_utilization,30.7,%
==> routing by layer <==
| layer | vias up | global-route usage (%) |
|---|---|---|
| li1 | 3267 | - |
| met4 | 0 | 1.07 |
| met1 | 2896 | 20.7 |
| met3 | 10 | 1.63 |
| met5 | - | 0 |
| met2 | 144 | 20.6 |
==> per-stage QoR <==
stage / cells / power (µW) / area (µm²) / hold WS [ns]
after floorplan: 953 / 791 / 8030 / 0.418
after global placement: 1248 / 937 / 8430 / 0.426
after detailed placement: 1248 / 936 / 8430 / 0.439
after CTS: 1256 / 1210 / 8580 / 0.456
after global routing: 1256 / 1280 / 8580 / 0.476
final: 1256 / 1200 / 8580 / 0.452
==> area by class of cell <==
class                   instances  area [µm²]  share of cell area (%)
clock buffers                   6         139                    1.62
well taps                     335         419                    4.88
repair buffers                 26         238                    2.77
flip-flops and latches        131        3020                    35.2
inverters                      59         221                    2.58
clock inverters                 2        13.8                   0.160
multi-input cells             697        4530                    52.8
==> worst max-delay path: stages, from the launching register on <==
cell	delay (ns)
sky130_fd_sc_hd__dfxtp_1	0.52
sky130_fd_sc_hd__nand2b_1	0.19
sky130_fd_sc_hd__nand2_1	0.10
sky130_fd_sc_hd__clkdlybuf4s50_1	0.46
==> cells by family (layout without fill, tap and decap cells) <==
group,after synthesis,count (layout),share of synthesized area [%]
AOI/OAI and AO/OA,184,184,15.0
xor gates and xnor gates,94,94,10.3
adders and majority gates,49,49,7.45
buffers and inverters,125,93,5.99
DFF,131,131,37.7
muxes,18,18,2.31
other,1,2,0.0467
and+or+nand+nor,350,350,21.3
==> power by group through the flow <==
stage,Combinational [µW],Clock (µW),Sequential [µW]
4_1_cts,491,279,438
5_1_grt,548,293,441
6_report,491,269,438
==> cells in the final DEF, fill, tap and decap left out, drive strengths merged, types with 9 or more instances in the layout <==
master          n
a22o           15
inv            60
clkdlybuf4s50  17
a211oi          9
edfxtp         40
nand2b         10
ha             43
a31oi          11
nor3           19
nand4          15
nor2           97
o21ai          64
and2           13
nand3          37
nand2          91
buf             9
or3             9
dfxtp          91
xnor2          48
xor2           46
a21oi          29
mux2i          14
nor4           23
==> path summary, 6_finish.rpt <==
kind,end,depth (start not counted),start
worst max-delay path,IO_P7[0],3,wc.mode_ctrl.adjust_mode[0]
worst min-delay path,wc.leds.div_stages[0],1,wc.leds.div_stages[0]
worst max register to register,wc.tick_generator.counter[13],5,wc.tick_generator.counter[11]
worst min register to register,wc.leds.div_stages[0],1,wc.leds.div_stages[0]
No activity file was given, so power comes from the tool's default toggle rates.
